File: design/flow/design.v
module regWithBenefits
    #(parameter W = 8)
    (input logic [W-1:0] d,      
    input logic rst_l,           
    input logic clk,             
    input logic clr,             
    input logic ld,              
    input logic shl,             
    input logic shIn,            
    output logic [W-1:0] q);     
    logic [W-1:0] state, next_state;
    always_ff @(posedge clk, negedge rst_l) begin
        if (~rst_l)               
            state <= '0;
        else                      
            state <= next_state; 
    end
    always_comb begin
        if (clr)                    
            next_state = '0;
        else if (ld)                
            next_state = d;      
        else if (shl)               
            next_state = { shIn, state[W-1:1]};
        else                      
            next_state = state;
    end
    assign q = state;
endmodule
File: design/flow/config.mk
export PLATFORM = sky130hd
export DESIGN_NAME = regWithBenefits
export DESIGN_NICKNAME = regWithBenefits
export VERILOG_FILES = /design/flow/design.v
export SDC_FILE = /design/flow/constraint.sdc
export NUM_CORES = 4
export LEC_CHECK = 1
export CORE_AREA = 10 10 72 72
export DIE_AREA = 0 0 82 82
File: design/flow/constraint.sdc
current_design regWithBenefits

set clk_period 1.2
set clk_io_pct 0.2

create_clock -name clk0 -period $clk_period [get_ports {clk}]

set non_clock_inputs [all_inputs -no_clocks]
set_input_delay [expr $clk_period * $clk_io_pct] -clock clk0 $non_clock_inputs
set_output_delay [expr $clk_period * $clk_io_pct] -clock clk0 [all_outputs]
File: design/flow/run.sh
#!/bin/bash
# OpenROAD 26Q1-2900-gdf79404cd8, Yosys 0.63+post, stock flow scripts
make -C /OpenROAD-flow-scripts/flow DESIGN_CONFIG=/design/flow/config.mk WORK_HOME=/design/flow/orfs finish
==> metrics.yaml <==
setup_path:
  slowest_delay_ns: 0.38
  crit_path_max_fanout: 3
  reg2reg_slack_ns: 0.33
  crit_path_end_kind: "output port"
  cp-start-kind: "flip-flop"
  cp.arrival_ns: 0.86
  timing.critical_path.cells: "dlygate4sd2_1"
  r2r_cells: 3
  path_buffers: 1
  startpoint: "state[6]"
  path_depth: 1
  cp_top_family: "flip-flops"
  r2r-start: "state[2]"
  r2r-end: "state[1]"
  criticalPathCategory: "reg2out"
  required_ns: 0.96
  cp_slowest_cell: "dfrtp_1"
power:
  power_uw: 770
  p_leak_nw: 0.347
  ir_drop_v: 0.000216
  powerDensity_mw_per_mm2: 1020
global_routing:
  grt_overflow: 0
  grt.met1_usage_pct: 4.37
  track_usage_pct: 3.85
  antenna_found_initial: 0
  grt_pass1_vias: 444
  grt_pass1_wl_um: 2030
  grt_use_met2_pct: 6.50
  grt_max_degree: 10
  top_usage_layer: "met2"
  use_met3_pct: 1.43
final_timing:
  min_period_ns: 1.10
  finalHoldViolations: 0
  setup_viol: 0
  tns_ns: 0
  worst_pin_slew_ns: 0.344
  slew_headroom_pct: 77.0
  period_used_pct: 91.9
  drv_slew: 0
  max_freq_ghz: 0.907
  finalClockSkew_ns: 0.00141
  rsz0062_at_grt: "false"
clock_tree:
  numCtsBuffers: 3
  cts_tree: "built"
  cts-htree-levels: 1
  root_buffer: "clkbuf_8"
  path_clk_slew_ns: 0.04
  hold_buffers: 0
  cts_num_sinks: 8
  clock_path_buffers: 2
  insertion_delay_ns: 0.22
drt:
  ant_nets: 0
  dr.pass1.iters: 3
  vias: 379
  vias_per_cell: 3.35
  diodes: 0
  drc: 0
  wire_per_inst_um: 11.3
  drt_iter0_drc: 17
  wirelength_um: 1270
run:
  maxCapViolCount: 0
  tool_warnings: 25
placed_design:
  dpl.hpwl_um: 1060
  dpl_cell_area_um2: 679
  portBuffers: 21
  gp_congestion: 0.786
  dpl.cell_count: 104
final_layout:
  area_growth_syn_to_layout_pct: 84.7
  largest_reg_flops: 8
  largest_registers: "state x8"
  fin_area_um2: 756
  utilization_pct: 20.5
  final_cells: 113
  regMostFlops: "state"
  drive_gt1_share_pct: 18.5
floorplanning:
  rows: 22
  chip_area_mm2: 0.00672
  die.size.y_um: 82
  io_pins: 22
  core_area_mm2: 0.00369
  fp_util_pct: 11.1
  die-width_um: 82
synth:
  ys_seq_share_pct: 48.9
  syn_avg_cell_area_um2: 11.7
  synth_flops: 8
  ys_warn_count: 1
  yosysUniqueCellTypes: 7
  synth_cells: 35
  syn_area_um2: 409
  ys_area_um2: 409
  ys_cells: 35
outcome:
  status: "finished, final reports clean"
min_path:
  hold_class: "in2async"
==> synthesized netlist by cell type <==
cell	n	share of area (%)
nor2b_1	8	12
buf_6	1	2.8
inv_2	1	0.92
buf_1	1	0.92
dfrtp_1	8	49
mux2i_1	8	20
a211oi_1	8	15
==> metrics by stage <==
step,setup slack (ns),hold slack [ns]
floorplan,0.433,-0.0556
global placement,-0.126,0.533
detailed placement,-0.113,0.531
CTS,0.0839,0.296
global route,0.0350,0.324
finish,0.0975,0.289
==> cells by family after synthesis <==
| kind of cell | share of synthesized area, % |
|---|---|
| AOI/OAI and AO/OA | 14.7 |
| buffers and inverters | 4.59 |
| DFF | 48.9 |
| muxes | 19.6 |
| and+or+nand+nor | 12.2 |
==> what timing repair did <==
| item | in CTS | in global routing |
|---|---|---|
| endpoints found under the setup margin | 8 | 0 |
| setup buffers | 6 | 0 |
| resized | 8 | 0 |
==> area by class of cell <==
class	instances	area, um^2
fillers	408	2930
repair buffers	29	260
flip-flops and latches	8	200
multi-input cells	24	190
well taps	48	60.1
clock buffers	3	41.3
inverters	1	3.75
==> per-layer routing <==
metal  part of all wire (%)  up-vias  routed length, um
met5                      0        -                  0
met4                    2.1        0                 27
met2                     53       10                672
met1                     36      178                456
li1                       -      189                  -
met3                    9.1        2                116
==> where the power goes <==
part	internal [mW]	leakage (nW)	switching, mW
Combinational	0.104	0.222	0.0553
Clock	0.216	0.0216	0.0944
Sequential	0.290	0.104	0.00957
Total	0.610	0.347	0.159
==> worst max-delay path by stage <==
stage / to / slack (ns)
after CTS: q[6] / 0.08
after global routing: state[6] / 0.04
final: q[6] / 0.1
==> cell usage in the layout (no fill, tap or decap), drive strengths merged <==
cell type,netlist,routed
clkdlybuf4s50,0,13
dlygate4sd2,0,8
mux2i,8,8
a211oi,8,8
nor2b,8,8
inv,1,1
buf,2,8
dfrtp,8,8
clkbuf,0,3
Power is estimated from default activity; no workload was simulated.
