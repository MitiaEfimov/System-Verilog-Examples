### flow/design.v
module bus_memor
    #(parameter
        DW = 8,
        W = 256,
        AW = $clog2(W))
    (input bit [AW-1:0] addr,
    input bit re, we, clk,
    inout tri [DW-1:0] data);
    bit [DW-1:0] m [W];
    assign data = (re) ? m[addr] : 'bz;
    always_ff @(posedge clk)
        if (we) m[addr] <= data;
endmodule
### flow/run.sh
#!/bin/bash
# OpenROAD 26Q1-2900-gdf79404cd8, Yosys 0.63+post, stock flow scripts
make -C /OpenROAD-flow-scripts/flow DESIGN_CONFIG=/design/flow/config.mk WORK_HOME=/design/flow/orfs finish
### flow/config.mk
export PLATFORM = sky130hd
export DESIGN_NAME = bus_memor
export DESIGN_NICKNAME = bus_memor
export VERILOG_FILES = /design/flow/design.v
export SDC_FILE = /design/flow/constraint.sdc
export NUM_CORES = 4
export LEC_CHECK = 1
export CORE_UTILIZATION = 50
### flow/constraint.sdc
current_design bus_memor

set clk_period 30.6
set clk_io_pct 0.2

create_clock -name clk0 -period $clk_period [get_ports {clk}]

set non_clock_inputs [all_inputs -no_clocks]
set_input_delay [expr $clk_period * $clk_io_pct] -clock clk0 $non_clock_inputs
set_output_delay [expr $clk_period * $clk_io_pct] -clock clk0 [all_outputs]
==> run summary <==
CTS root buf = sky130_fd_sc_hd__clkbuf_16
YS chip area = 78300 um^2
TritonCTS Sinks = 2048
Yosys Instances = 3539
overall die width = 398 um
final weighted congestion in routability-driven placement = 0.848
Hold Buf Count CTS = 0
cell row count = 144
cell count after synthesis = 3539
Floorplan Utilization = 0.506
post-CTS setup repair buffer count = 0
number of clock buffers inserted by TritonCTS = 197
Gates resized, CTS repair = 0
cell area after synthesis = 78300 um^2
sequential share of the synthesized area = 0.785
Die Y = 398 um
quantity of I/O buffers inserted on ports = 9
number of buffers on the longest clock path = 3
number of placed cells counting well taps = 5514
first error in the log = [error] [KeplerFormal.cpp:679] Workflow failed: Iso has multiple drivers: .data3, place265.X0
detailed-placement wirelength estimate = 106 mm
number of distinct library cells after synthesis = 21
number of H-tree branching levels = 4
post-synthesis sequential element count = 2048
result of the run = did not finish
failing step = clock tree synthesis (4_1_cts)
post-synthesis area per instance = 22.1 um^2
total of warnings raised by yosys = 2
number of I/O pins = 19
## per-stage QoR
step | power [uW] | worst slack [ns] | instance area [um^2]
after floorplan | 3270 | 12.87 | 78300
after detailed placement | 3480 | 11.96 | 81200
after global placement | 3590 | 12.16 | 81200
## kinds of logic after synthesis
group / count (synthesis) / synth area share
AND-OR/OR-AND: 416 / 0.0363
buffers and inverters: 233 / 0.0140
flip-flops: 2048 / 0.785
multiplexers: 512 / 0.147
AND/OR/NAND/NOR: 330 / 0.0174
## Yosys cell counts
master | instances | area [um^2]
sky130_fd_sc_hd__nand2b_1 | 6 | 37.5
sky130_fd_sc_hd__a21oi_1 | 128 | 641
sky130_fd_sc_hd__o41ai_1 | 32 | 280
sky130_fd_sc_hd__buf_1 | 19 | 71.3
sky130_fd_sc_hd__or3_1 | 1 | 6.26
sky130_fd_sc_hd__nand3_1 | 13 | 65.1
sky130_fd_sc_hd__nand4_1 | 8 | 50.1
sky130_fd_sc_hd__nor2b_1 | 7 | 43.8
sky130_fd_sc_hd__inv_1 | 1 | 3.75
sky130_fd_sc_hd__or2_2 | 2 | 12.5
sky130_fd_sc_hd__edfxtp_1 | 2048 | 61500
sky130_fd_sc_hd__buf_6 | 16 | 180
sky130_fd_sc_hd__and2_1 | 3 | 18.8
sky130_fd_sc_hd__nand2_1 | 28 | 105
sky130_fd_sc_hd__nor3_1 | 30 | 150
sky130_fd_sc_hd__a22oi_1 | 256 | 1920
sky130_fd_sc_hd__buf_2 | 36 | 180
sky130_fd_sc_hd__clkbuf_1 | 145 | 544
sky130_fd_sc_hd__mux4_2 | 512 | 11500
sky130_fd_sc_hd__buf_4 | 16 | 120
sky130_fd_sc_hd__nor2_1 | 232 | 871
Power figures rest on the tool's default switching activity, not on a simulated workload.
