==> /design/flow/design.v <==
module memor
    #(parameter 
        Dwidth = 8,
        Words = 256,
        Awidth = $clog2(Words))
    (input bit [Dwidth-1:0] dataIn,
    input bit [Awidth-1:0] address,
    input bit clock, wEnable,
    output bit [Dwidth-1:0] dataOut);
    bit [Dwidth-1:0] m [Words];
    assign dataOut = m[address];
    always_ff @(posedge clock)
        if (wEnable) m[address] <= dataIn;
endmodule
==> /design/flow/run.sh <==
#!/bin/bash
# OpenROAD 26Q1-2900-gdf79404cd8, Yosys 0.63+post, stock flow scripts
make -C /OpenROAD-flow-scripts/flow DESIGN_CONFIG=/design/flow/config.mk WORK_HOME=/design/flow/orfs finish
==> /design/flow/config.mk <==
export PLATFORM = sky130hd
export DESIGN_NAME = memor
export DESIGN_NICKNAME = memor
export VERILOG_FILES = /design/flow/design.v
export SDC_FILE = /design/flow/constraint.sdc
export NUM_CORES = 4
export LEC_CHECK = 1
export CORE_UTILIZATION = 30
==> /design/flow/constraint.sdc <==
current_design memor

set clk_period 21.8
set clk_io_pct 0.2

create_clock -name clk0 -period $clk_period [get_ports {clock}]

set non_clock_inputs [all_inputs -no_clocks]
set_input_delay [expr $clk_period * $clk_io_pct] -clock clk0 $non_clock_inputs
set_output_delay [expr $clk_period * $clk_io_pct] -clock clk0 [all_outputs]
==> results.sh <==
# physical design summary
export IMPL_htree_levels=4
export IMPL_hold_viol=0
export IMPL_dp_cells=6891
export IMPL_startpoint_type="input pin"
export IMPL_viasPerCell=5.06
export IMPL_grt_pass1_vias=40800
export IMPL_path_cells="buf_8 -> buf_12 -> buf_4 -> buf_4 -> buf_4 -> buf_4 -> mux4_2 -> a22oi_1 -> a21oi_1 -> o41ai_1 -> nand4_1 -> clkdlybuf4s50_1"
export IMPL_run_status="finished, final reports clean"
export IMPL_setup_tns_ns=0
export IMPL_cts_root_buffer="clkbuf_16"
export IMPL_antenna_found_initial=9
export IMPL_vdd_drop_max_mv=0.0703
export IMPL_place_congestion=0.851
export IMPL_worstPathRequired_ns=17.44
export IMPL_top_regs="m (2048)"
export IMPL_cp_data_arrival_time_ns=10.38
export IMPL_path_buffers=7
export IMPL_top_area_cell="edfxtp_1"
export IMPL_avgSynthCellArea_um2=22.1
export IMPL_edf_count=2048
export IMPL_holdWs_ns=3.93
export IMPL_ys_flops=2048
export IMPL_leakage_uw=0.0267
export IMPL_cts_buffers=203
export IMPL_cp_common_cell="buf_4"
export IMPL_port_buffers=25
export IMPL_routedWlPerCell_um=26.1
export IMPL_worst_pin_slew_ns=1.01
export IMPL_rsz0062_at_grt="false"
export IMPL_syn_area_um2=78300
export IMPL_yosys_top_cells_count="2048 x edfxtp_1, 512 x mux4_2, 256 x a22oi_1"
export IMPL_netlist_area_leader_share_pct=78.5
export IMPL_setup_violations_final=0
export IMPL_grt_max_degree=132
export IMPL_rows=187
export IMPL_syn_inst=3539
export IMPL_regMostFlops="m"
export IMPL_largest_reg_flops=2048
export IMPL_finalMaxSlewViolations=0
export IMPL_hold_path_class="in2reg"
export IMPL_tool_warnings=32
export IMPL_drtPass1Iterations=5
export IMPL_area_growth_pct=14.6
export IMPL_fp_util_pct=30.2
export IMPL_ff_type="edfxtp_1"
export IMPL_fmax_mhz=67.9
export IMPL_slew_headroom_pct=32.2
export IMPL_drive_above_1_share_pct=25.4
export IMPL_post_cts_resized=0
export IMPL_cts_sinks=2048
export IMPL_dp_hpwl_um=111000
export IMPL_ctsHoldBuffers=0
export IMPL_cts_clk_slew_worst_paths_ns=0.06
export IMPL_chip_area_um2=263000
export IMPL_yosys_cells=3539
export IMPL_most_common_cell="edfxtp_1"
export IMPL_dp_slack_ns=6.81
export IMPL_postRouteAntennaNets=0
export IMPL_clockBufferDepth=3
export IMPL_min_period_ns=14.74
export IMPL_crit_family="buffers and inverters"
export IMPL_drc=0
export IMPL_postCtsSetupBuffers=0
export IMPL_fillers=23600
export IMPL_cts_tree="done"
export IMPL_synth_cell_types=21
export IMPL_worstPathMaxFanout=69
export IMPL_maxCapViolCount=0
export IMPL_postSynth_asyncResetShare_pct=0
export IMPL_pin_count=26
export IMPL_worstSetupEndpointType="primary output"
export IMPL_yosys_warnings=1
export IMPL_slowest_stage="buf_4"
export IMPL_fin_ws_ns=7.06
export IMPL_powerDensity_nw_per_um2=90.8
export IMPL_topCellsByArea="edfxtp_1 79%, mux4_2 15%, a22oi_1 2.5%"
export IMPL_cpPeakStageDelay_ns=0.66
export IMPL_fp_dieH_um=513
export IMPL_critPathKind="in2out"
export IMPL_grt_pass1_wl_um=278000
export IMPL_via_count=36700
export IMPL_grt_overflow=0
export IMPL_grt_use_total_pct=15.6
export IMPL_fin_crit_sh_pct=67.6
export IMPL_die_w_um=513
export IMPL_stdcell_count=7263
export IMPL_wl_um=190000
export IMPL_fp_coreArea_um2=260000
export IMPL_initialDrtViolationCount=2637
export IMPL_postSynthSeqShare_pct=78.5
export IMPL_yosys_area_um2=78300
-- metrics by stage --
step	total power [uW]	cell area, um^2	util, %
after global placement	4790	83100	32.0
after CTS	8230	89800	34.6
after global routing	8390	89800	34.6
after detailed placement	4800	83100	32.0
after floorplan	4620	78300	-
final	8150	89800	34.6
-- placed cells by master, fill, tap and decap left out, types with 2 or more instances in the layout --
master and n:
a21oi_1 128, a22oi_1 256, and2_1 2, buf_12 7, buf_4 150, buf_8 10, bufinv_16 19, clkbuf_1 41
clkbuf_16 203, clkdlybuf4s50_1 15, clkinv_1 39, clkinv_16 9, clkinv_2 42, clkinv_4 4, clkinv_8 2, clkinvlp_4 3
diode_2 2, edfxtp_1 2048, inv_16 4, inv_6 2, inv_8 2, mux4_2 512, nand2_1 28, nand2b_1 4
nand2b_2 2, nand3_1 12, nand4_1 8, nor2_1 231, nor2b_1 5, nor2b_4 2, nor3_1 30, o41ai_1 30
o41ai_2 2, or2_2 2
-- cells by family after synthesis --
group | count (synthesis) | share of synthesized area, %
flops | 2048 | 78.5
buf+inv | 233 | 1.40
compound gates | 416 | 3.63
simple gates | 330 | 1.74
mux | 512 | 14.7
-- where the power goes --
group | total, uW | switching [uW] | internal (uW)
clock | 3450 | 1490 | 1950
combinational | 362 | 237 | 125
sequential | 4340 | 1.70 | 4340
total | 8150 | 1730 | 6420
-- layer usage --
metal / track usage, % / up-vias / part of all wire [%] / wire [um]
li1: - / 15400 / - / -
met5: 0.511 / - / 0.097 / 184
met2: 24.0 / 2079 / 48 / 91600
met3: 10.9 / 289 / 15 / 28200
met1: 17.8 / 19000 / 34 / 64200
met4: 3.54 / 6 / 2.8 / 5390
-- area by class of cell --
cell class / count / area, um^2 / area share [%]
flip-flops and latches: 2048 / 61500 / 68.5
multi-input cells: 1258 / 15800 / 17.6
clock buffers: 244 / 5230 / 5.83
well taps: 3402 / 4260 / 4.74
repair buffers: 182 / 1570 / 1.75
clock inverters: 126 / 1410 / 1.57
diodes: 2 / 5.00 / 0.00558
inverters: 1 / 3.75 / 0.00418
-- path summary, 6_finish.rpt --
path | startpoint | end | slack, ns | depth (start not counted)
max | address[0] | dataOut[6] | 7.06 | 12
min | dataIn[1] | m[90][1]$_DFFE_PP_ | 3.93 | 1
No activity file was given, so power comes from the tool's default toggle rates.
